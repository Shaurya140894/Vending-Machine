File: design/flow/config.mk
export PLATFORM = sky130hd
export DESIGN_NAME = vending_machine
export DESIGN_NICKNAME = vending_machine
export VERILOG_FILES = /design/flow/design.v
export SDC_FILE = /design/flow/constraint.sdc
export NUM_CORES = 4
export LEC_CHECK = 1
export CORE_AREA = 10 10 95 95
export DIE_AREA = 0 0 105 105
File: design/flow/constraint.sdc
current_design vending_machine

set clk_period 2.5
set clk_io_pct 0.2

create_clock -name clk0 -period $clk_period [get_ports {clk}]

set non_clock_inputs [all_inputs -no_clocks]
set_input_delay [expr $clk_period * $clk_io_pct] -clock clk0 $non_clock_inputs
set_output_delay [expr $clk_period * $clk_io_pct] -clock clk0 [all_outputs]
File: design/flow/design.v
`timescale 1ns / 1ps
module vending_machine(
    input clk, rst,
    input insert_bill, purchase,
    input cancel,
    output reg error,
    output reg checking,
    output reg idle,
    output reg dispense,
    output reg refund
);
parameter STATE_IDLE = 4'd0;
parameter STATE_COUNT = 4'd1;
parameter STATE_CHECK = 4'd2;
parameter STATE_ERROR = 4'd3;
parameter STATE_DISPENSE = 4'd4;
parameter STATE_REFUND = 4'd5;
parameter STATE_DONE = 4'd6;
parameter PRICE = 8'd4;
reg [3:0] current_state;
reg [3:0] next_state;
reg [7:0] counter;
reg inc_counter, clear;
always @(posedge clk or posedge rst)
begin
    if (rst == 1'b1)
        counter <= 0;
    else if (inc_counter == 1'b1)
        counter <= counter + 1;
    else if (clear == 1'b1)
        counter <= 0;
    else
        counter <= counter;
end
always @(posedge clk or posedge rst)
begin
    if (rst == 1'b1)
    begin
        current_state = STATE_IDLE;
    end
    else
        current_state <= next_state;
end
always @(*)
begin
    next_state = STATE_IDLE;
    case (current_state)
        STATE_IDLE:
        begin
            if (insert_bill == 1'b1)
                next_state = STATE_COUNT;
            else
                next_state = STATE_IDLE;
        end
		STATE_COUNT:
        begin
          if (insert_bill == 1'b1)
          		next_state = STATE_CHECK;
          else if (cancel == 1'b1)
            	next_state = STATE_REFUND;
          else if (purchase == 1'b1)
           		next_state = STATE_DISPENSE;
          else
            	next_state = STATE_IDLE;
        end
      	STATE_CHECK:
        begin
          if (counter < PRICE)
            	next_state = STATE_ERROR;
      	  else 
            	next_state = STATE_DISPENSE;
        end
      	STATE_ERROR:
        begin
          next_state = STATE_IDLE;
        end
      	STATE_DISPENSE:
        begin
          if (counter > PRICE)
            	next_state = STATE_REFUND;
          else
            	next_state = STATE_DONE;
        end
      	STATE_REFUND:
        begin
          next_state = STATE_DONE;
        end
        STATE_DONE:
        begin
            next_state = STATE_IDLE;
        end
        default:
        next_state = STATE_IDLE;
    endcase
end
always @(*)
begin
    inc_counter = 1'b0;
    clear = 1'b0;
    error = 1'b0;
    dispense = 1'b0;
    refund = 1'b0;
    idle = 1'b0;
    checking = 1'b0;
    case (current_state)
        STATE_IDLE:
        begin
            if (insert_bill == 1'b1)
                inc_counter = 1'b1;
            idle = 1'b1;
        end
		STATE_COUNT:
        begin
          if (insert_bill == 1'b1)
            	checking = 1'b1;
          else if (cancel == 1'b1)
            	refund = 1'b1;
          else if (purchase == 1'b1)
            	dispense = 1'b1;
          idle = 1'b1;
        end
      	STATE_CHECK:
        begin
          if (counter < PRICE)
            	error = 1'b1;
          dispense = 1'b1;
        end
      	STATE_ERROR:
        begin
          error = 1'b1;
          idle = 1'b1;
        end
      	STATE_DISPENSE:
        begin
          if (counter > PRICE)
            	refund = 1'b1;
          dispense = 1'b1;
        end
      	STATE_REFUND:
        begin
          refund = 1'b1;
          idle = 1'b1;
        end
        STATE_DONE:
        begin
            clear = 1'b1;
        end
      	default:
      	begin
          inc_counter = 1'b0;
    	  clear = 1'b0;
    	  error = 1'b0;
    	  dispense = 1'b0;
    	  refund = 1'b0;
    	  idle = 1'b0;
    	  checking = 1'b0;
    	end
    endcase
end
endmodule
File: design/flow/run.sh
#!/bin/bash
# OpenROAD 26Q1-2900-gdf79404cd8, Yosys 0.63+post, stock flow scripts
make -C /OpenROAD-flow-scripts/flow DESIGN_CONFIG=/design/flow/config.mk WORK_HOME=/design/flow/orfs finish
==> out/metrics.yaml <==
synth:
  edf_count: 0
  numSynthFlops: 15
  ys_cells: 77
  synth.distinct_cells: 32
  netlist_area_sq_um: 765.7
  async_flop_share: 1.000
  synth_cells: 77
  synth_warnings: 1
  ys_seq_frac: 0.4918
  syn_avg_cell_area_sq_um: 9.945
  flop_cell: "dfrtp_1"
  yosys_area_sq_um: 765.7
power:
  worst_ir_drop_vdd_v: 0.0001926
  p_leak_nw: 0.4975
  fin_total_pwr_mw: 0.7305
  p_per_area_nw_per_um2: 701.8
worst_setup_path:
  start_kind: "input pin"
  path_class: "input pin to output pin"
  path_max_fanout: 6
  crit_path_end_kind: "output pin"
  crit_arrival_ns: 1.83
  critical_path_required_ns: 2.00
clock_tree:
  insertion_delay_ns: 0.25
  cts.sink_count: 15
  cts.path.max_buffers: 2
  clk_pin_slew_worst_paths_ns: 0.06
  ctsHtreeMaxLevel: 1
  root_buffer: "clkbuf_8"
  cts_buffers: 3
  hold_buffers: 0
  cts_tree: "done"
routing:
  avgRoutedWirePerCell_um: 7.925
  avgViaCountPerCell: 3.172
  drtIter0Drc: 18
  antenna_left: 0
  wl_um: 1474
  dr.pass1.iters: 4
  vias: 590
  drc: 0
  n_antenna_cell: 0
sta:
  hold_viol: 0
  slew_viol_final: 0
  fin_skew_ns: 0.004849
  fin_crit_sh: 0.9320
  fin_crit_ns: 2.330
  timing.fmax_mhz: 429.2
  slew_headroom: 0.6237
  worst_pin_slew_ns: 0.5639
  rsz0062_at_grt: "no"
  setup_viol: 0
floorplan:
  rows: 30
  die_h_um: 105
  core_area_sq_um: 6907
  boundaryPins: 10
  dieWidth_um: 105
  chipArea_sq_um: 11030
  fp_util: 0.1109
placed_design:
  portBuffers: 9
  gp_congestion: 0.8274
  dp.final_hpwl_um: 1089
  placed_cell_area_sq_um: 957.2
final_layout:
  num-fill-cells: 783
  layout-drive-gt1-share: 0.1556
  design_area_sq_um: 1041
  ff_latch_area_sq_um: 376.6
  areaGrowthSynthToFinish_pct: 35.95
  final-comb-area_sq_um: 361.6
job:
  drv_cap: 0
  warnings: 27
grt:
  grt_pass1_vias: 544
  grt_use_total: 0.02611
  grt_max_degree: 16
  antenna_found_initial: 0
  grt_overflow: 0
  grt_pass1_wl_um: 2546
hold_path:
  min_path_type: "flop to flop"
status:
  status: "finished clean"
## worst paths after layout
path | to | depth (start not counted) | from | slack (ns)
max | dispense | 5 | insert_bill | 0.17
min | current_state[3] | 1 | current_state[5] | 0.48
max reg2reg | current_state[6] | 3 | counter[5] | 1.05
min reg2reg | current_state[3] | 1 | current_state[5] | 0.48
max in group asynchronous | current_state[0] | 2 | rst | 1.52
min in group asynchronous | counter[1] | 2 | rst | 0.61
## placed cells by master, fill, tap and decap left out, types with 2 or more instances in the layout
master / netlist / routed
nor2b_1: 2 / 2
dfrtp_1: 14 / 14
nand2_1: 11 / 11
nand3b_1: 2 / 2
clkdlybuf4s50_1: 0 / 7
dlymetal6s2s_1: 0 / 2
nand4_1: 2 / 2
clkbuf_8: 0 / 3
mux2i_1: 4 / 4
buf_4: 1 / 2
inv_1: 6 / 6
nor2_1: 3 / 3
nor3_1: 2 / 2
and3_1: 2 / 2
o21ai_0: 3 / 3
a21oi_1: 5 / 5
ha_1: 2 / 2
## kinds of logic after synthesis
| family | after synthesis | synth area share |
|---|---|---|
| flops | 15 | 0.4918 |
| simple gates | 32 | 0.2337 |
| mux | 4 | 0.05229 |
| fa+ha+maj | 2 | 0.03267 |
| buf+inv | 9 | 0.05882 |
| compound gates | 15 | 0.1307 |
## flip-flops by register name, indices dropped and copies added, names as in the netlist
signal and flops:
counter 8, current_state 7
## what timing repair did
action	CTS	global route
pin swaps	0	5
endpoints found under the setup margin	2	2
setup buffers	0	2
resized	1	3
## Yosys cell counts (2+ instances only)
cell type,count,area [sq um]
ha_1,2,25.02
nor2_1,3,11.26
inv_1,6,22.52
dfrtp_1,14,350.3
and3_1,2,12.51
a21oi_1,5,25.02
nor3_1,2,10.01
o21ai_0,3,15.01
nand4_1,2,12.51
nor2b_1,2,12.51
nand3b_1,2,15.01
nand2_1,11,41.29
mux2i_1,4,40.04
## metrics by stage
step,hold WS [ns],util,std cells,TNS [ns],setup slack [ns]
floorplan,0.4008,-,77,0,0.7695
global placement,0.4826,0.1386,180,0,0.1878
detailed placement,0.4695,0.1386,180,0,0.1741
CTS,0.4918,0.1466,184,-0.04688,-0.02494
global route,0.5290,0.1507,186,0,0.07485
finish,0.4829,0.1507,186,0,0.1700
## power breakdown
group / internal [mW] / leakage, nW / total (mW) / switching, mW
clock network: 0.110 / 0.0255 / 0.198 / 0.0877
registers: 0.289 / 0.203 / 0.343 / 0.0545
logic: 0.106 / 0.269 / 0.189 / 0.0834
total: 0.505 / 0.497 / 0.731 / 0.226
## area by class of cell
cell class | count | area share
Inverter | 7 | 0.02524
Multi-Input combinational cell | 53 | 0.3474
Timing Repair Buffer | 11 | 0.1058
Tap cell | 96 | 0.1154
Sequential cell | 15 | 0.3618
Clock buffer | 3 | 0.03966
Clock inverter | 1 | 0.004808
## metal layers
layer	up-vias	routed length [um]	track usage
met4	0	8	0.002941
met5	-	0	0
met1	279	739	0.03705
met2	15	594	0.03559
met3	2	131	0.01304
li1	294	-	-
## worst max-delay path, cell delays in order
cell and delay (ns):
clkdlybuf4s50_1 0.48, nor2b_1 0.19, nand3b_1 0.12, nand2_1 0.08, clkdlybuf4s50_1 0.46
Power figures rest on the tool's default switching activity, not on a simulated workload.
